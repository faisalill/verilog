[flow/design.v]
module Program_Counter(rst, clk, PC_NEXT, PC);
 input rst, clk; 
 input [31:0] PC_NEXT;
 output reg [31:0] PC;
 always @(posedge clk)
 begin 
  if(rst == 1'b0)
    begin 
      PC <= 32'h00000000;
    end
  else
    begin 
      PC <= PC_NEXT;
    end
 end
endmodule
[flow/run.sh]
#!/bin/bash
# OpenROAD 26Q1-2900-gdf79404cd8, Yosys 0.63+post, stock flow scripts
make -C /OpenROAD-flow-scripts/flow DESIGN_CONFIG=/design/flow/config.mk WORK_HOME=/design/flow/orfs finish
[flow/config.mk]
export PLATFORM = sky130hd
export DESIGN_NAME = Program_Counter
export DESIGN_NICKNAME = Program_Counter
export VERILOG_FILES = /design/flow/design.v
export SDC_FILE = /design/flow/constraint.sdc
export NUM_CORES = 4
export LEC_CHECK = 1
export CORE_AREA = 10 10 90 90
export DIE_AREA = 0 0 100 100
[flow/constraint.sdc]
current_design Program_Counter

set clk_period 1.0
set clk_io_pct 0.2

create_clock -name clk0 -period $clk_period [get_ports {clk}]

set non_clock_inputs [all_inputs -no_clocks]
set_input_delay [expr $clk_period * $clk_io_pct] -clock clk0 $non_clock_inputs
set_output_delay [expr $clk_period * $clk_io_pct] -clock clk0 [all_outputs]
==> node_exporter_impl.prom <==
# HELP chip_impl_metric Implementation results
# TYPE chip_impl_metric gauge
chip_impl_metric{name="route.final.wire_length",unit="um"} 2520
chip_impl_metric{name="ys_seq_share",unit="%"} 71.5
chip_impl_metric{name="worst-endpoint-required",unit="ps"} 800
chip_impl_metric{name="timing.critical_path.slowest_cell_delay",unit="ps"} 320
chip_impl_metric{name="report.final.hold_viol_count",unit=""} 0
chip_impl_metric{name="core.rowCount",unit=""} 29
chip_impl_info{name="registers_with_the_highest_flip_flop_counts",value="PC (32)"} 1
chip_impl_metric{name="detailedRoute.firstIterationViolations",unit=""} 17
chip_impl_metric{name="finish.utilization",unit="%"} 26.5
chip_impl_metric{name="clockBufferDepth",unit=""} 2
chip_impl_metric{name="post_drt_wl_per_cell",unit="um"} 11.6
chip_impl_metric{name="worst_rel_slew_slack",unit="%"} 89.8
chip_impl_metric{name="antennaDiodeCount",unit=""} 0
chip_impl_metric{name="syn-instance-count",unit=""} 67
chip_impl_metric{name="fin_setup_tns",unit="ps"} 0
chip_impl_metric{name="tool_warnings",unit=""} 25
chip_impl_metric{name="drcViolationCount",unit=""} 0
chip_impl_metric{name="largest_register_ffs",unit=""} 32
chip_impl_metric{name="max_freq",unit="MHz"} 1040
chip_impl_info{name="setup.worst_path.start_class",value="flip-flop"} 1
chip_impl_metric{name="finalCritPeriodShare",unit="%"} 95.9
chip_impl_metric{name="cts_buffers",unit=""} 5
chip_impl_info{name="cpMaxStageDelayCell",value="dfxtp_2"} 1
chip_impl_metric{name="groute.usage.overall",unit="%"} 4.91
chip_impl_info{name="hold_class",value="in -> reg"} 1
chip_impl_metric{name="tightest_slew",unit="ps"} 152
chip_impl_metric{name="layout-drive-gt1-share",unit="%"} 48.2
chip_impl_metric{name="holdWs",unit="ps"} 513
chip_impl_metric{name="final-setup-viol-count",unit=""} 0
chip_impl_metric{name="yosys_register_bits",unit=""} 32
chip_impl_metric{name="grt_start_max_net_pins",unit=""} 22
chip_impl_metric{name="cts_hold_buffers",unit=""} 0
chip_impl_metric{name="register_area",unit="um2"} 653
chip_impl_info{name="worstSetupStartpoint",value="PC[19]"} 1
chip_impl_metric{name="cts_setup_buffers",unit=""} 0
chip_impl_metric{name="syn_to_final_growth",unit="%"} 85.3
chip_impl_metric{name="globalplace.congestion",unit=""} 0.667
chip_impl_metric{name="number_of_buffer_and_inverter_stages_on_the_critical_path",unit=""} 1
chip_impl_info{name="timing.critical_path.cells",value="clkdlybuf4s15_1"} 1
chip_impl_metric{name="ant_nets",unit=""} 0
chip_impl_metric{name="total_via_count_in_the_routed_design",unit=""} 687
chip_impl_metric{name="first_global_vias",unit=""} 745
chip_impl_metric{name="die_x",unit="um"} 100
chip_impl_metric{name="cts.sinks",unit=""} 32
chip_impl_metric{name="grt_overflow",unit=""} 0
chip_impl_metric{name="power.density_cell_area",unit="nW/um2"} 1600
chip_impl_metric{name="initial_antenna_violation_count",unit=""} 0
chip_impl_metric{name="synth_chip_area",unit="um2"} 896
chip_impl_metric{name="fp-utilization",unit="%"} 14.3
chip_impl_metric{name="peakVddDrop",unit="uV"} 444
chip_impl_metric{name="mi_logic_area",unit="um2"} 240
chip_impl_metric{name="boundaryPins",unit=""} 66
chip_impl_metric{name="place.port_buffers",unit=""} 65
chip_impl_metric{name="placedInstanceArea",unit="um2"} 1640
chip_impl_metric{name="min_period",unit="ps"} 959
chip_impl_metric{name="cts_max_level",unit=""} 2
chip_impl_metric{name="worst_ep_arrival_time",unit="ps"} 760
chip_impl_info{name="critical-path-top-delay-family",value="flip-flops"} 1
chip_impl_metric{name="finish.instance_area",unit="um2"} 1660
chip_impl_info{name="clock-root-buffer",value="clkbuf_8"} 1
chip_impl_metric{name="syn_area_per_cell",unit="um2"} 13.4
chip_impl_info{name="min_delay_src",value="PC_NEXT[31]"} 1
chip_impl_info{name="worstSetupEndpointType",value="primary output"} 1
chip_impl_metric{name="tally_of_filler_cells_in_the_layout",unit=""} 650
chip_impl_metric{name="dp_hpwl",unit="um"} 2070
chip_impl_info{name="most_flops_register",value="PC"} 1
chip_impl_metric{name="drt_first_pass_iters",unit=""} 4
chip_impl_metric{name="path_clk_slew",unit="ps"} 70
chip_impl_metric{name="post_synth_instance_area",unit="um2"} 896
chip_impl_info{name="grt_setup_unrepaired",value="no"} 1
chip_impl_metric{name="drv_slew",unit=""} 0
chip_impl_info{name="run_status",value="complete, no violations"} 1
chip_impl_info{name="criticalPathCategory",value="reg -> out"} 1
chip_impl_metric{name="detailed_route_vias_per_instance",unit=""} 3.18
chip_impl_metric{name="grt_pass1_wl",unit="um"} 3930
chip_impl_metric{name="yosys_warnings",unit=""} 1
chip_impl_metric{name="post_cts.resized_instances",unit=""} 64
chip_impl_metric{name="synth_stat.cells",unit=""} 67
chip_impl_metric{name="die-height",unit="um"} 100
chip_impl_metric{name="p_leak",unit="nW"} 0.705
chip_impl_info{name="cts_tree",value="done"} 1
chip_impl_metric{name="critPathMaxFanout",unit=""} 1
chip_impl_metric{name="cap_violations",unit=""} 0
chip_impl_metric{name="core-area",unit="um2"} 6280
chip_impl_metric{name="yosys.cell_types.count",unit=""} 3
chip_impl_metric{name="dieArea",unit="um2"} 10000
-- Yosys cell counts --
| library cell | count | area [um2] |
|---|---|---|
| clkbuf_2 | 3 | 15.0 |
| dfxtp_1 | 32 | 641 |
| and2_2 | 32 | 240 |
-- path summary, 6_finish.rpt --
path	to	slack, ps	cells past startpoint
setup / recovery	PC[19]	40	1
hold / removal	PC[31]	510	2
-- metal layers --
metal	part of all wire (%)	GRT usage [%]	routed length (um)	vias to the layer above
met5	0	0	0	-
met3	16	4.09	400	5
met2	44	7.47	1120	41
li1	-	-	-	343
met4	1.6	0.870	40	0
met1	38	5.23	956	298
-- where the power goes --
group	internal [mW]	switching, mW
sequential	1.35	0.0152
combinational	0.218	0.0509
clock	0.561	0.456
-- kinds of logic (layout without fill, tap and decap cells) --
kind of cell | count (synthesis) | in the layout | synth area share (%)
buffers and inverters | 3 | 75 | 1.68
AND/OR/NAND/NOR | 32 | 32 | 26.8
flip-flops | 32 | 32 | 71.5
-- final cells by class --
type	instances	share of cell area, %
clock buffers	8	5.43
flip-flops and latches	32	39.3
multi-input cells	32	14.5
well taps	77	5.80
repair buffers	67	35.0
-- per-stage QoR --
| step | std cells | setup slack (ps) | power [mW] |
|---|---|---|---|
| 2_1_floorplan | 67 | 405 | 1.43 |
| 3_3_place_gp | 208 | -116 | 1.71 |
| 3_5_place_dp | 208 | -116 | 1.71 |
| 4_1_cts | 216 | 1.68 | 2.74 |
| 5_1_grt | 216 | 0.179 | 2.81 |
| 6_report | 216 | 41.0 | 2.65 |
-- placed cells by master (no fill, tap or decap) --
master,synthesis,layout
clkbuf_2,3,17
dfxtp_2,0,10
buf_4,0,2
clkbuf_1,0,2
clkbuf_8,0,6
dfxtp_1,32,22
clkdlybuf4s50_1,0,33
and2_2,32,32
clkdlybuf4s15_1,0,15
Power is estimated from default activity; no workload was simulated.
