`design/flow/run.sh`:
```
#!/bin/bash
# OpenROAD 26Q1-2900-gdf79404cd8, Yosys 0.63+post, stock flow scripts
make -C /OpenROAD-flow-scripts/flow DESIGN_CONFIG=/design/flow/config.mk WORK_HOME=/design/flow/orfs finish
```
`design/flow/config.mk`:
```
export PLATFORM = sky130hd
export DESIGN_NAME = Register_File
export DESIGN_NICKNAME = Register_File
export VERILOG_FILES = /design/flow/design.v
export SDC_FILE = /design/flow/constraint.sdc
export NUM_CORES = 4
export LEC_CHECK = 1
export CORE_UTILIZATION = 50
```
`design/flow/constraint.sdc`:
```
current_design Register_File

set clk_period 6.5
set clk_io_pct 0.2

create_clock -name clk0 -period $clk_period [get_ports {clk}]

set non_clock_inputs [all_inputs -no_clocks]
set_input_delay [expr $clk_period * $clk_io_pct] -clock clk0 $non_clock_inputs
set_output_delay [expr $clk_period * $clk_io_pct] -clock clk0 [all_outputs]
```
`design/flow/design.v`:
```
module Register_File(clk, rst, A1, A2, A3, WD3, WE3, RD1, RD2);
  input clk, rst;
  input [4:0] A1, A2, A3;
  input [31:0] WD3;
  input WE3;
  output [31:0] RD1, RD2;
  reg [31:0] Memory [31:0];
  assign RD1 = (rst == 1'b0) ? 32'h00000000 : Memory[A1]; 
  assign RD2 = (rst == 1'b0) ? 32'h00000000 : Memory[A2];
  always @(posedge clk)
  begin 
  if (WE3) begin 
      Memory[A3] <= WD3;
    end 
  end
endmodule
```
==> flow_metrics.env <==
# yosys + openroad results
export IMPL_routed_wirelength_mm=144
export IMPL_power_frac_seq_pct=50.2
export IMPL_grt_pass1_wl_mm=206
export IMPL_die_area_um2=95700
export IMPL_cts_root_buf="clkbuf_16"
export IMPL_numCtsBuffers=107
export IMPL_die_w_um=309
export IMPL_use_met3_pct=29.0
export IMPL_first_iter_violations=1634
export IMPL_top_register="Memory"
export IMPL_cts_hold_buf=0
export IMPL_p_leak_nw=16.8
export IMPL_status="completed"
export IMPL_cts_tree="done"
export IMPL_muxShareOfSynthArea_pct=27.1
export IMPL_switching_share_pct=22.4
export IMPL_peakVddDrop_mv=0.231
export IMPL_grt_met1_usage_pct=45.4
export IMPL_critPathKind="primary input to primary output"
export IMPL_combPwrFrac_pct=8.8
export IMPL_hpwlAfterDp_mm=85.3
export IMPL_worst_setup_path_end_kind="primary output"
export IMPL_yosys_cell_types_count=28
export IMPL_largest_area_cell="edfxtp_1"
export IMPL_htree_levels=3
export IMPL_layout_setup_ws_ns=0.637
export IMPL_ant_nets=0
export IMPL_worstPathMaxFanout=37
export IMPL_fp_coreArea_um2=93500
export IMPL_syn_area_um2=47200
export IMPL_synthCells=2323
export IMPL_holdWs_ns=1.37
export IMPL_grt_max_degree=63
export IMPL_layout_drive_gt1_share_pct=36.3
export IMPL_area_growth_pct=14.1
export IMPL_clk_path_buf_depth=3
export IMPL_grt_pass1_vias=29500
export IMPL_aoi_share_pct=4.79
export IMPL_fp_utilization_pct=50.5
export IMPL_netlist_logic_family_top="multiplexers"
export IMPL_clkSinkCount=1024
export IMPL_warning_count=26
export IMPL_simple_gate_share_pct=0.811
export IMPL_synth_warnings=1
export IMPL_avgSynthCellArea_um2=20.3
export IMPL_slew_headroom_pct=32.7
export IMPL_place_gp_congestion=0.894
export IMPL_xor_area_share_pct=0
export IMPL_met2_usage_pct=47.3
export IMPL_ff_type="edfxtp_1"
export IMPL_cp_start_kind="primary input"
export IMPL_p_int_w=0.0114
export IMPL_top_cells_by_area="edfxtp_1, mux4_2, mux2_2"
export IMPL_core_rowCount=112
export IMPL_ios=114
export IMPL_total_power_w=0.0147
export IMPL_yosys_area_um2=47200
export IMPL_drc=0
export IMPL_hold_violations=0
export IMPL_async_reset_ff_share_pct=0
export IMPL_seq_area_frac_synth_pct=65.1
export IMPL_fin_crit_sh_pct=90.2
export IMPL_vias_per_cell=6.93
export IMPL_largest_reg_flops=1024
export IMPL_drv_slew=0
export IMPL_top_usage_layer="met2"
export IMPL_fa_ha_area_share_pct=0
export IMPL_timing_final_crit_period_ns=5.86
export IMPL_synth_edff_count=1024
export IMPL_post_synth_most_frequent_cells="edfxtp_1, mux4_2, mux2_2, mux2i_1, clkbuf_1"
export IMPL_io_buffers=113
export IMPL_maxCapViolations=0
export IMPL_routedWlPerCell_um=37.6
export IMPL_grt_ovfl_total=0
export IMPL_ctsResizeCount=0
export IMPL_cp_data_required_time_ns=5.20
export IMPL_p_per_area_nw_per_um2=273
export IMPL_grt_antenna_before_repair=7
export IMPL_synth_flops=1024
export IMPL_hp_start="WD3[28]"
export IMPL_vias=26500
export IMPL_postCtsSetupBuffers=0
export IMPL_place_area_um2=50400
export IMPL_largestRegisters="Memory: 1024 flops"
export IMPL_hp_class="primary input to register"
export IMPL_firstDrtPassIters=5
export IMPL_worstSetupStartpoint="A2[1]"
export IMPL_worst_pin_slew_ns=1.01
export IMPL_final_setup_viol_count=0
export IMPL_rsz0062_at_grt="false"
export IMPL_die_h_um=309
export IMPL_place_ws_ns=0.770
export IMPL_max_freq_mhz=171
export IMPL_tns_ns=0
export IMPL_top_cell_area_share_pct=65.1
export IMPL_netSwitchingPower_w=0.00330
export IMPL_finish_instance_area_um2=53900
export IMPL_clockPowerShare_pct=41.0
export IMPL_grtUsageTotal_pct=34.9
export IMPL_synth_most_common_cell="edfxtp_1"
export IMPL_cp_arrival_ns=4.56
export IMPL_clkTransAtPathRegs_ns=0.06
export IMPL_ys_cells=2323
power groups by stage:
stage	Combinational [W]	Clock [W]	Sequential (W)
final	0.00129	0.00603	0.00738
after CTS	0.00129	0.00613	0.00738
after global routing	0.00137	0.00636	0.00739
routing by layer:
metal  wire (um)  up-vias
met5         493        -
met4        4920       22
met3       28300      331
met2       65200     2108
met1       44800    13400
li1            -    10600
through the flow:
stage               utilization (%)  std cells
global placement               53.9       3626
floorplan                         -       2323
CTS                            57.6       3825
global route                   57.6       3825
finish                         57.6       3826
detailed placement             53.9       3626
cell usage in the layout (no fill, tap or decap):
cell             instances
nor2b_4                  4
nor2_1                   5
a31oi_1                 64
clkbuf_1                19
clkbuf_16              109
inv_4                    2
buf_2                    5
and2_2                   2
o2111ai_1               12
nand2_1                 25
buf_12                  14
mux2_2                 128
buf_6                    1
nand2b_2                 2
a22oi_1                 64
clkinv_1                20
o21ai_1                 22
edfxtp_1              1024
a221oi_1                52
bufinv_16               11
or2_2                    2
clkdlybuf4s50_1        102
clkinv_2                31
nand3b_1                 5
mux2i_1                128
buf_8                    4
o221ai_1                64
clkinv_8                 4
o21ai_0                 30
or3_1                    1
or3b_2                   3
mux4_2                 448
clkinvlp_4               5
nor2_4                  34
nand3_1                  2
buf_4                  123
diode_2                  1
path summary, 6_finish.rpt:
check	slack, ns	depth (start not counted)	endpoint
hold / removal	1.37	1	Memory[30][28]$_DFFE_PP_
setup / recovery	0.64	7	RD2[13]
worst max-delay path, stage by stage:
cell and delay [ns]:
buf_4 0.52, buf_4 0.66, mux4_2 0.40, mux2_2 0.27, o221ai_1 0.65, a31oi_1 0.21
clkdlybuf4s50_1 0.50
cells by family (layout without fill, tap and decap cells):
family,Yosys count,in the layout
AND/OR/NAND/NOR,85,85
buffers and inverters,202,450
flip-flops,1024,1024
other,0,1
multiplexers,704,704
AND-OR/OR-AND,308,308
area by class of cell:
| type | count | area, um^2 |
|---|---|---|
| antenna | 1 | 2.50 |
| clock buffer | 128 | 2800 |
| clock inverter | 71 | 663 |
| fill | 6724 | 39600 |
| inverter | 2 | 12.5 |
| multi-input combinational | 1097 | 15800 |
| sequential | 1024 | 30700 |
| tap | 1254 | 1570 |
| timing repair buffer | 249 | 2320 |
Power is estimated from default activity; no workload was simulated.
